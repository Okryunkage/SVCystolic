$ cat flow/run.sh
#!/bin/bash
# OpenROAD 26Q1-2900-gdf79404cd8, Yosys 0.63+post, stock flow scripts
make -C /OpenROAD-flow-scripts/flow DESIGN_CONFIG=/design/flow/config.mk WORK_HOME=/design/flow/orfs finish
$ cat flow/config.mk
export PLATFORM = sky130hd
export DESIGN_NAME = wallace_i9c
export DESIGN_NICKNAME = wallace_i9c
export VERILOG_FILES = /design/flow/design.v
export SDC_FILE = /design/flow/constraint.sdc
export NUM_CORES = 4
export LEC_CHECK = 1
export CORE_UTILIZATION = 40
$ cat flow/constraint.sdc
current_design wallace_i9c

set clk_period 4.1
set clk_io_pct 0.2

create_clock -name clk0 -period $clk_period

set non_clock_inputs [all_inputs -no_clocks]
set_input_delay [expr $clk_period * $clk_io_pct] -clock clk0 $non_clock_inputs
set_output_delay [expr $clk_period * $clk_io_pct] -clock clk0 [all_outputs]
$ cat flow/design.v
`timescale 1ns/1ps
module halfadder(
	input a, input b,
	output sum, output cout);
	assign sum = a ^ b;
	assign cout = a & b;
endmodule
module fulladder(
	input a, input b, input cin,
	output sum, output cout);
	assign sum = a ^ b ^ cin;
	assign cout = (a&b)|(b&cin)|(cin&a);
endmodule
module compress42(
	input i0, input i1, input i2, input i3, input c,
	output Csum, output Ccy, output Ccount);
	assign Csum = c ^ i0 ^ i1 ^ i2 ^ i3;
	assign Ccount = (i0 & !(i0^i1))|(i2 & (i0^i1));
	assign Ccy = (i3 & !(i0^i1^i2^i3))|(c&(i0^i1^i2^i3));
endmodule
module blackCell(
	input wire gc, input wire pc,
	input wire gp, input wire pp,
	output wire gn, output wire pn);
	assign gn = gc|(pc&gp);
	assign pn = pc&pp;
endmodule
module grayCell(
	input wire gc, input wire pc, input wire gp,
	output wire gn);
	assign gn = gc|(pc&gp);
endmodule
module cpa #(
	parameter integer size = 8)(
	input [(size-1):0] A, input [(size-1):0] B,
	output [size:0] sum);
	wire [(size-1):0] carry;
	halfadder ha(A[0], B[0], sum[0], carry[0]);
	genvar i;
	generate
		for(i=1; i<size; i=i+1) begin:adder
			fulladder fa(A[i], B[i], carry[i-1], sum[i], carry[i]);
		end
	endgenerate
	assign sum[size] = carry[size-1];
endmodule
module cpaS #(
	parameter integer size = 8)(
	input [(size-1):0] A, input [(size-1):0] B,
	output [(size-1):0] sum);
	wire [(size-1):0] carry;
	halfadder ha(A[0],B[0],sum[0],carry[0]);
	genvar i;
	generate
		for(i=1;i<size;i=i+1)begin:adder
			fulladder fa(A[i],B[i],carry[i-1],sum[i],carry[i]);
		end
	endgenerate
endmodule
module csa #(
	parameter integer size = 8)(
	input [(size-1):0] A, input [(size-1):0] B, input [(size-1):0] C,
	output [(size-1):0] sum, output [(size-1):0] cout);
	genvar i;
	generate
		for(i=0; i<size; i=i+1) begin:adder
			fulladder fa(A[i], B[i], C[i], sum[i], cout[i]);
		end
	endgenerate
endmodule
module halfcsa #(
	parameter integer size = 8)(
	input [(size-1):0] A, input [(size-1):0] B,
	output [(size-1):0] sum, output [(size-1):0] cout);
	genvar i;
	generate
		for(i=0; i<size; i=i+1) begin:adder
			halfadder ha(A[i], B[i], sum[i], cout[i]);
		end
	endgenerate
endmodule
`timescale 1ns/1ps
module wallace_i5c(
	input [35:0] pp,
	input [7:0] cor,
	output [13:0] out0,
	output [11:0] out1);
	wire [9:0] stage00;
	wire [9:0] stage01;
	halfcsa #(2) h00(.A(cor[1:0]), .B(pp[1:0]), .sum(stage00[1:0]), .cout(stage01[1:0]));
	csa #(6) c0(.A(cor[7:2]), .B(pp[7:2]), .C(pp[14:9]), .sum(stage00[7:2]), .cout(stage01[7:2]));
	halfcsa #(1) h01(.A(pp[8]), .B(pp[15]), .sum(stage00[8]), .cout(stage01[8]));
	assign stage00[9] = pp[16];
	assign stage01[9] = pp[17];
	wire [11:0] stage10;
	wire [10:0] stage11;
	halfcsa #(3) h10(.A(stage00[3:1]), .B(stage01[2:0]), .sum(stage10[2:0]), .cout(stage11[2:0]));
	csa #(6) c1(.A(stage00[9:4]), .B(stage01[8:3]), .C(pp[23:18]), .sum(stage10[8:3]), .cout(stage11[8:3]));
	halfcsa #(1) h11(.A(stage01[9]), .B(pp[24]), .sum(stage10[9]), .cout(stage11[9]));
	assign stage10[10] = pp[25];
	assign stage11[10] = pp[26];
	wire [11:0] stage20;
	wire [11:0] stage21;
	halfcsa #(4) h20(.A(stage10[4:1]), .B(stage11[3:0]), .sum(stage20[3:0]), .cout(stage21[3:0]));
	csa #(6) c2(.A(stage10[10:5]), .B(stage11[9:4]), .C(pp[32:27]), .sum(stage20[9:4]), .cout(stage21[9:4]));
	halfcsa #(1) h21(.A(stage11[10]), .B(pp[33]), .sum(stage20[10]), .cout(stage21[10])); 
	assign stage20[11] = pp[34];
	assign stage21[11] = pp[35];
	assign out0 = {stage20,stage10[0],stage00[0]};
	assign out1 = stage21;
endmodule
module wallace_i9c(
	input [135:0] pp,
	input [15:0] cor,
	output [30:0] out0,
	output [27:0] out1);
	localparam integer ppWidth = 17;
	wire [17:0] stage00;
	wire [17:0] stage01;
	halfcsa #(2) h00(.A(cor[1:0]), .B(pp[1:0]), .sum(stage00[1:0]), .cout(stage01[1:0]));
	csa #(14) c00(.A(cor[15:2]), .B(pp[15:2]), .C(pp[30:17]), .sum(stage00[15:2]), .cout(stage01[15:2]));
	halfcsa #(1) h01(.A(pp[16]), .B(pp[31]), .sum(stage00[16]), .cout(stage01[16]));
	assign stage00[17] = pp[32];
	assign stage01[17] = pp[33];
	wire [19:0] stage02;
	wire [17:0] stage03;
	assign stage02[1:0] = pp[(2*ppWidth) +:2];
	halfcsa #(2) h02(.A(pp[(2*ppWidth+2) +:2]), .B(pp[(3*ppWidth) +:2]), .sum(stage02[2 +:2]), .cout(stage03[1:0]));
	csa #(13) c01(.A(pp[(2*ppWidth+4) +:13]), .B(pp[(3*ppWidth+2) +:13]), .C(pp[(4*ppWidth) +:13]), .sum(stage02[4 +:13]), .cout(stage03[2 +:13]));
	halfcsa #(2) h03(.A(pp[(3*ppWidth+15) +:2]), .B(pp[(4*ppWidth+13) +:2]), .sum(stage02[17 +:2]), .cout(stage03[15 +:2]));
	assign stage02[19] = pp[4*ppWidth+15];
	assign stage03[17] = pp[4*ppWidth+16];
	wire [19:0] stage04;
	wire [17:0] stage05;
	assign stage04[1:0] = pp[(5*ppWidth) +:2];
	halfcsa #(2) h04(.A(pp[(5*ppWidth+2) +:2]), .B(pp[(6*ppWidth) +:2]), .sum(stage04[2 +:2]), .cout(stage05[1:0]));
	csa #(13) c02(.A(pp[(5*ppWidth+4) +:13]), .B(pp[(6*ppWidth+2) +:13]), .C(pp[(7*ppWidth) +:13]), .sum(stage04[4 +:13]), .cout(stage05[2 +:13]));
	halfcsa #(2) h05(.A(pp[(6*ppWidth+15) +:2]), .B(pp[(7*ppWidth+13) +:2]), .sum(stage04[17 +:2]), .cout(stage05[15 +:2]));
	assign stage04[19] = pp[7*ppWidth+15];
	assign stage05[17] = pp[7*ppWidth+16];
	wire [19:0] stage10;
	wire [21:0] stage11;
	assign stage10[0] = stage00[0];
	halfcsa #(3) h10(.A(stage00[1 +:3]), .B(stage01[0 +:3]), .sum(stage10[1 +:3]), .cout(stage11[0 +:3]));
	csa #(14) c10(.A(stage00[4 +:14]), .B(stage01[3 +:14]), .C(stage02[0 +:14]), .sum(stage10[4 +:14]), .cout(stage11[3 +:14]));
	halfcsa #(1) h11(.A(stage01[17]), .B(stage02[14]), .sum(stage10[18]), .cout(stage11[17]));
	assign stage10[19] = stage02[15];
	assign stage11[21:18] = stage02[19:16];
	wire [23:0] stage12;
	wire [19:0] stage13;
	assign stage12[0 +:3] = stage03[0 +:3];
	halfcsa #(3) h12(.A(stage03[3 +:3]), .B(stage04[0 +:3]), .sum(stage12[3 +:3]), .cout(stage13[0 +:3]));
	csa #(12) c11(.A(stage03[6 +:12]), .B(stage04[3 +:12]), .C(stage05[0 +:12]), .sum(stage12[6 +:12]), .cout(stage13[3 +:12]));
	halfcsa #(5) h13(.A(stage04[15 +:5]), .B(stage05[12 +:5]), .sum(stage12[18 +:5]), .cout(stage13[15 +:5]));
	assign stage12[23] = stage05[17];
	wire [24:0] stage20;
	wire [27:0] stage21;
	assign stage20[1:0] = stage10[1:0];
	halfcsa #(5) h20(.A(stage10[2 +:5]), .B(stage11[0 +:5]), .sum(stage20[2 +:5]), .cout(stage21[0 +:5]));
	csa #(13) c20(.A(stage10[7 +:13]), .B(stage11[5 +:13]), .C(stage12[0 +:13]), .sum(stage20[7 +:13]), .cout(stage21[5 +:13]));
	halfcsa #(4) h21(.A(stage11[18 +:4]), .B(stage12[13 +:4]), .sum(stage20[20 +:4]), .cout(stage21[18 +:4]));
	assign stage20[24] = stage12[17];
	assign stage21[27:22] = stage12[23:18];
	wire [19:0] stage22 = stage13;
	wire [30:0] stage30;
	wire [27:0] stage31;
	assign stage30[2:0] = stage20[2:0];
	halfcsa #(8) h30(.A(stage20[3 +:8]), .B(stage21[0 +:8]), .sum(stage30[3 +:8]), .cout(stage31[0 +:8]));
	csa #(14) c30(.A(stage20[11 +:14]), .B(stage21[8 +:14]), .C(stage22[0 +:14]), .sum(stage30[11 +:14]), .cout(stage31[8 +:14]));
	halfcsa #(6) h31(.A(stage21[22 +:6]), .B(stage22[14 +:6]), .sum(stage30[25 +:6]), .cout(stage31[22 +:6]));
	assign out0 = stage30;
	assign out1 = stage31;
endmodule
==> metrics.yaml <==
pwr:
  ir_worst_vdd_mv: 0.129
  power_density_nw_per_um2: 251
  leakagePower_nw: 2.77
place:
  hpwl_mm: 7.09
  port_buffers: 211
  place_congestion: 0.799
final_timing:
  fin_hold_ws_ns: 2.36
  rsz0062_at_grt: "true"
  finalClockPeriodUsage_pct: 99.1
  fin_crit_ns: 4.06
  slew_viol_final: 0
  worst_slew_pin_slew_ns: 0.123
  setup_viol: 0
  slew_headroom_pct: 91.8
  fmax_ghz: 0.246
  hold_viol_final: 0
synthesis:
  synthCells: 332
  avgSynthCellArea_um2: 10.2
  ys_seq_share_pct: 0
  top_area_cell: "fa_1"
  synthTopCellsByCount: "134 x inv_1, 93 x fa_1, 59 x buf_4"
  top_area_share_pct: 55.0
  synth.distinct_cells: 4
  post-synth-top-count-cell: "inv_1"
  ys_cells: 332
  yosysChipArea_um2: 3380
  top_cells_by_area: "fa_1 55%, ha_1 17%, inv_1 15%, buf_4 13%"
  yosysWarningCount: 0
  syn_area_um2: 3380
worst_setup_path:
  cp_slowest_stage_delay_ns: 0.55
  critPathLaunchType: "primary input"
  cp_max_fo: 1
  critPathTopFamily: "adder cells"
  endpoint_kind: "primary output"
  cp.arrival_ns: 3.24
  slowest_stage: "fa_2"
  crit_path_cell_trace: "dlygate4sd2_1 > fa_1 > inv_2 > fa_2 > fa_2 > inv_2 > fa_1 > buf_2"
  critical_path_class: "in2out"
  crit_buf_inv: 4
  critical_path_required_ns: 3.28
min_path:
  hold_class: "in2out"
routing:
  firstDrtPassIters: 2
  viasPerCell: 4.09
  wl_mm: 7.09
  wl_per_cell_um: 12.0
  drc: 0
  vias: 2411
  drt-initial-drc-count: 7
  ant_nets: 0
global_route:
  grt_pass1_wl_mm: 11.5
  grt_pass1_vias: 2618
  grt_use_total_pct: 17.9
  antenna_found_initial: 1
  overflow: 0
  grt_max_degree: 2
final_layout:
  design.seq.count: 0
  nClkBuffers: 0
  regArea_um2: 0
  syn2layout_area_growth_pct: 53.1
  nFillCells: 722
  drive_gt1_share_pct: 24.6
  fin_util_pct: 63.0
die:
  core_um2: 8220
  chipArea_um2: 8830
  dieWidth_um: 94.0
  fp_util_pct: 41.2
  io_pins: 211
  die_h_um: 94.0
  rows: 33
job:
  max_cap_viol_count: 0
  tool_warnings: 35
clock_tree:
  post-cts-setup-buffers: 0
  ctsHoldBuffers: 0
status:
  outcome: "finished, final reports clean"
-- stage by stage --
stage	power (W)	cells	area (µm²)	worst slack, ns	TNS [ns]
after floorplan	0.000901	332	3380	0.291	0
after detailed placement	0.00145	589	5180	-0.630	-14.79
final	0.00130	590	5180	0.0388	0
after CTS	0.00131	589	5130	-0.0302	-0.0302
after global placement	0.00144	589	5180	-0.640	-14.79
after global routing	0.00154	589	5180	-0.0424	-0.0424
-- metal layers --
layer / track usage (%) / vias up / wire length, µm
met5: 0 / - / 0
met1: 25.0 / 1129 / 2580
met2: 29.4 / 128 / 3430
met3: 7.24 / 0 / 1080
met4: 0 / 0 / 0
li1: - / 1154 / -
-- worst paths after layout --
path,from,endpoint,slack (ns),depth (start not counted)
worst max-delay path,pp[76],out0[16],0.04,8
worst min-delay path,pp[87],out0[13],2.36,5
-- timing repair --
item                       4_1_cts  5_1_grt
resized                        243       81
pin swaps                       86       65
gates cloned                     0        0
setup endpoints to repair       39       27
-- worst min-delay path: cells and delay by family --
family / cells / cell delay, ns
buf+inv: 2 / 0.19
fa+ha+maj: 3 / 0.53
-- power breakdown --
group / leakage (nW) / internal (W) / switching, W
Clock: 0.00000634 / 0.0000000000326 / 0
Combinational: 2.77 / 0.000780 / 0.000519
Sequential: 0 / 0 / 0
-- cells in the final DEF (no fill, tap or decap), drive strengths merged --
cell	synthesis	final
clkbuf	0	11
ha	46	46
inv	134	134
diode	0	1
dlygate4sd2	0	63
fa	93	93
clkdlybuf4s15	0	31
dlymetal6s2s	0	16
clkdlybuf4s50	0	74
buf	59	16
-- final cells by class --
| type | count | area, µm² | share of cell area [%] |
|---|---|---|---|
| inverter | 134 | 503 | 9.71 |
| timing repair buffer | 211 | 1960 | 37.9 |
| antenna | 1 | 2.50 | 0.0483 |
| multi-input combinational | 139 | 2580 | 49.9 |
| tap | 105 | 131 | 2.54 |
-- logic make-up (layout without fill, tap and decap cells) --
family | count (synthesis) | count (layout) | share of synthesized area, %
fa+ha+maj | 139 | 139 | 72.0
other cells | 0 | 1 | 0
buf+inv | 193 | 345 | 28.0
Power is estimated from default activity; no workload was simulated.
