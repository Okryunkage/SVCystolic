## design/flow/config.mk

```make
export PLATFORM = sky130hd
export DESIGN_NAME = proposed_cpa
export DESIGN_NICKNAME = proposed_cpa
export VERILOG_FILES = /design/flow/design.v
export SDC_FILE = /design/flow/constraint.sdc
export NUM_CORES = 4
export LEC_CHECK = 1
export CORE_UTILIZATION = 30
```

## design/flow/constraint.sdc

```tcl
current_design proposed_cpa

set clk_period 7.3
set clk_io_pct 0.2

create_clock -name clk0 -period $clk_period [get_ports {clk}]
create_clock -name clk1 -period $clk_period [get_ports {preclk}]

set non_clock_inputs [all_inputs -no_clocks]
set_input_delay [expr $clk_period * $clk_io_pct] -clock clk0 $non_clock_inputs
set_output_delay [expr $clk_period * $clk_io_pct] -clock clk0 [all_outputs]
```

## design/flow/design.v

```verilog
`timescale 1ns/1ps
module accumulator#(
	parameter integer arraysize=16)(
	result0,result1,
	psum0,psum1,
	psumO0,psumO1);
	localparam integer bussize=arraysize+16;
	localparam integer busize=bussize-1;
	input [15:0] result0;
	input [15:0] result1;
	input [busize:0] psum0;
	input [busize:0] psum1;
	output [busize:0] psumO0;
	output [busize:0] psumO1;
	wire [16:0] result00 = {~result0[15],result0};
	wire [busize:0] result11 = {{(arraysize-1){1'b1}},~result1[15],result1};
	wire [busize:0] stage00, stage01;
	halfadder ha0(psum0[0],psum1[0],stage00[0],stage01[1]);
	wire drop0;
	csa #(busize) csa0(psum0[1+:busize],psum1[1+:busize],result11[1+:busize],stage00[1+:busize],{drop0,stage01[2+:(busize-1)]});
	assign stage01[0] = result11[0];
	wire [busize:0] stage10, stage11;
	halfadder ha10(stage00[0],stage01[0],stage10[0],stage11[1]);
	assign stage11[0] = result00[0];
	csa #(16) csa1(stage00[1+:16],stage01[1+:16],result00[1+:16],stage10[1+:16],stage11[2+:16]);
	wire drop1;
	halfcsa #(arraysize-1) ha11(stage00[17+:(arraysize-1)],stage01[17+:(arraysize-1)],stage10[17+:(arraysize-1)],{drop1,stage11[18+:(arraysize-2)]});
	assign psumO0 = stage10;
	assign psumO1 = stage11;
endmodule
`timescale 1ns/1ps
module halfadder(
	input a, input b,
	output sum, output cout);
	assign sum = a ^ b;
	assign cout = a & b;
endmodule
module fulladder(
	input a, input b, input cin,
	output sum, output cout);
	assign sum = a ^ b ^ cin;
	assign cout = (a&b)|(b&cin)|(cin&a);
endmodule
module compress42(
	input i0, input i1, input i2, input i3, input c,
	output Csum, output Ccy, output Ccount);
	assign Csum = c ^ i0 ^ i1 ^ i2 ^ i3;
	assign Ccount = (i0 & !(i0^i1))|(i2 & (i0^i1));
	assign Ccy = (i3 & !(i0^i1^i2^i3))|(c&(i0^i1^i2^i3));
endmodule
module blackCell(
	input wire gc, input wire pc,
	input wire gp, input wire pp,
	output wire gn, output wire pn);
	assign gn = gc|(pc&gp);
	assign pn = pc&pp;
endmodule
module grayCell(
	input wire gc, input wire pc, input wire gp,
	output wire gn);
	assign gn = gc|(pc&gp);
endmodule
module cpa #(
	parameter integer size = 8)(
	input [(size-1):0] A, input [(size-1):0] B,
	output [size:0] sum);
	wire [(size-1):0] carry;
	halfadder ha(A[0], B[0], sum[0], carry[0]);
	genvar i;
	generate
		for(i=1; i<size; i=i+1) begin:adder
			fulladder fa(A[i], B[i], carry[i-1], sum[i], carry[i]);
		end
	endgenerate
	assign sum[size] = carry[size-1];
endmodule
module cpaS #(
	parameter integer size = 8)(
	input [(size-1):0] A, input [(size-1):0] B,
	output [(size-1):0] sum);
	wire [(size-1):0] carry;
	halfadder ha(A[0],B[0],sum[0],carry[0]);
	genvar i;
	generate
		for(i=1;i<size;i=i+1)begin:adder
			fulladder fa(A[i],B[i],carry[i-1],sum[i],carry[i]);
		end
	endgenerate
endmodule
module csa #(
	parameter integer size = 8)(
	input [(size-1):0] A, input [(size-1):0] B, input [(size-1):0] C,
	output [(size-1):0] sum, output [(size-1):0] cout);
	genvar i;
	generate
		for(i=0; i<size; i=i+1) begin:adder
			fulladder fa(A[i], B[i], C[i], sum[i], cout[i]);
		end
	endgenerate
endmodule
module halfcsa #(
	parameter integer size = 8)(
	input [(size-1):0] A, input [(size-1):0] B,
	output [(size-1):0] sum, output [(size-1):0] cout);
	genvar i;
	generate
		for(i=0; i<size; i=i+1) begin:adder
			halfadder ha(A[i], B[i], sum[i], cout[i]);
		end
	endgenerate
endmodule
`timescale 1ns/1ps
module radix4booth(
	input wire [2:0] in,
	output wire [2:0] result);
	function [2:0] booth;  
		input [2:0] in; begin
			case(in)
				3'b000, 3'b111: booth =3'b000;
				3'b001, 3'b010: booth =3'b001;
				3'b011        : booth =3'b010;
				3'b100        : booth =3'b110;
				3'b101, 3'b110: booth =3'b111;
				default       : booth =3'b000;
			endcase
		end
	endfunction
	assign result =booth(in);
endmodule
module booth_encoder #(
	parameter integer size = 8)(
	input wire[(size-1):0] multiplier,
	output wire [(3*size/2-1):0] result);
	genvar i;
	generate
		for(i=0; i<(size/2); i=i+1) begin: booth
			wire [2:0] y;
			if(i==0) assign y ={multiplier[1], multiplier[0], 1'b0};
			else assign y ={multiplier[2*i+1], multiplier[2*i], multiplier[2*i-1]};
			radix4booth boothENC(y, result[(3*i+2):(3*i)]);
		end
	endgenerate
endmodule
module ppgen #(
	parameter integer size=8)(
	input [(3*size/2-1):0] encbus,
	input [(size-1):0] multiplicand,
	output [((size+1)*size/2-1):0] ppbus,
	output wire [(size-2):0] correction);
	genvar i;
	generate
		for(i=0;i<(size/2);i=i+1)begin: ppg
			wire[2:0] enc;
			assign enc = encbus[(3*i+2):(3*i)];
			wire signed [size:0] mag;
			assign mag = (enc==3'b001||enc==3'b111)?{multiplicand[size-1],multiplicand}:
				(enc==3'b010||enc==3'b110)?{multiplicand,1'b0}:{(size+1){1'b0}};
			wire [size:0] ppr = (mag ^ {(size+1){enc[2]}});
			assign ppbus[((size+1)*(i+1)-1) -:(size+1)] = ppr;
		end
	endgenerate
	genvar j;
	generate
		for(j=0;j<(size-1);j=j+1)begin: corr
			if((j%2)==0) assign correction[j] = encbus[3*(j/2)+2];
			else assign correction[j] = 1'b0;
		end
	endgenerate
endmodule
`timescale 1ns/1ps
module pe#(
	parameter integer size=16)(
	clk, preclk,
	weight, in, psum0, psum1,
	weightO, inO, psumO0, psumO1);
	localparam integer bussize=size+16;
	localparam integer busize=bussize-1;
	input clk;
	input preclk;
	input [7:0] weight;
	input [7:0] in;
	input [busize:0] psum0, psum1;
	output reg [7:0] weightO;
	output reg [7:0] inO;
	output wire [busize:0] psumO0, psumO1;
	reg [busize:0] psumreg0, psumreg1;
	always @(posedge preclk) weightO <= weight;
	wire [11:0] encbus;
	booth_encoder #(8) encoder(weightO, encbus);
	wire [35:0] ppbus;
	wire [6:0] corbus;
	ppgen #(8) ppgen(encbus, inO, ppbus, corbus);
	wire [15:0] out0, out1;
	reg [15:0] treereg0, treereg1;
	dadda8 reduc(ppbus, corbus, out0, out1);
	always @(posedge clk)begin
		inO <= in;
		psumreg0 <= psum0;
		psumreg1 <= psum1;
		treereg0 <= out0;
		treereg1 <= out1;
	end
	accumulator #(size) acc(treereg0,treereg1,psumreg0,psumreg1,psumO0,psumO1);
endmodule
module pe1#(
	parameter size=16)(
		clk,data_sel,
		data,psum0,psum1,
		dataO,psumO0,psumO1);
		localparam bussize =size+16;
		localparam busize =bussize-1;
		input clk, data_sel;
		input [7:0] data;
		input [busize:0] psum0, psum1;
		reg [7:0] weight, in;
		output wire [7:0] dataO;
		reg [busize:0] psumreg0, psumreg1;
		output wire [busize:0] psumO0, psumO1;
		wire [11:0] encbus;
		booth_encoder #(8) encoder(weight,encbus);
		wire [35:0] ppbus;
		wire [6:0] corbus;
		ppgen #(8) ppgen(encbus,in,ppbus,corbus);
		wire [15:0] out0, out1;
		reg [15:0] treereg0, treereg1;
		dadda8 reduc(ppbus,corbus,out0,out1);
		always @(posedge clk)begin
			if(!data_sel) weight<=data;
			else begin
				in <=data;
				psumreg0 <=psum0;
				psumreg1 <=psum1;
				treereg0 <=out0;
				treereg1 <=out1;
			end
		end
		accumulator #(size) acc(treereg0,treereg1,psumreg0,psumreg1,psumO0,psumO1);
		assign dataO =data_sel?in:weight;
endmodule
`timescale 1ns/1ps
module proposed_cpa#(
	parameter integer size=4)(
	clk,preclk,
	weight, in,
	result);
	localparam integer bussize=size+16;
	localparam integer busize=bussize-1;
	input clk;
	input preclk;
	input wire [(8*size-1):0] weight;
	input wire [(8*size-1):0] in;
	output wire [(size*bussize-1):0] result;
	genvar i,j;
	generate
		for(i=0;i<size;i=i+1)begin:c
			for(j=0;j<size;j=j+1)begin:r
				wire [7:0] weightP;
				wire [7:0] inP;
				wire [busize:0] psum0P;
				wire [busize:0] psum1P;
			end
		end
	endgenerate
	generate
		for(i=0;i<size;i=i+1)begin:column
			pe #(size) PE(clk,preclk,
				weight[i*8+:8],
				in[i*8+:8],
				{bussize{1'b0}},
				{bussize{1'b0}},
				c[i].r[0].weightP,
				c[i].r[0].inP,
				c[i].r[0].psum0P,
				c[i].r[0].psum1P);
			for(j=1;j<size;j=j+1)begin:row
				pe #(size) PE(clk,preclk,
					c[i].r[j-1].weightP,
					c[(i+size/2+1)%size].r[j-1].inP,
					c[i].r[j-1].psum0P,
					c[i].r[j-1].psum1P,
					c[i].r[j].weightP,
					c[i].r[j].inP,
					c[i].r[j].psum0P,
					c[i].r[j].psum1P);
			end
			cpaS #(bussize) finaladder(
				c[i].r[size-1].psum0P,
				c[i].r[size-1].psum1P,
				result[i*bussize+:bussize]);
		end
	endgenerate
endmodule
`timescale 1ns/1ps
module wallace8old(
	input [35:0] ppbus, input [6:0] cor,
	output [14:0] out0, output [12:0] out1);
	localparam integer ppsize = 9;
	localparam integer corsize = ppsize-2;
	wire [corsize+3:0] in0 = {4'b0,cor};
	wire [ppsize+1:0] in1 = {{2{ppbus[ppsize-1]}},ppbus[0+:9]};
	wire [ppsize-1:0] in2 = ppbus[ppsize+:9];
	wire [10:0] stage00, stage01;
	halfcsa #(2) h0(.A(in0[1:0]), .B(in1[1:0]), .sum(stage00[1:0]), .cout(stage01[1:0]));
	csa #(9) c0(in0[2+:9],in1[2+:9],in2[0+:9],stage00[2+:9],stage01[2+:9]);
	wire [ppsize-1:0] in3 = ppbus[2*ppsize+:9];
	wire [11:0] stage00s, stage01s;
	assign stage00s = {{2{stage00[10]}},stage00[10-:10]};
	assign stage01s = {stage01[10],stage01};
	wire [11:0] stage10, stage11;
	halfcsa #(3) h1(stage00s[0+:3],stage01s[0+:3],stage10[0+:3],stage11[0+:3]);
	csa #(9) c1(stage00s[3+:9],stage01s[3+:9],in3,stage10[3+:9],stage11[3+:9]);
	wire [ppsize-1:0] in4 = ppbus[3*ppsize+:9];
	wire [12:0] stage10s, stage11s;
	assign stage10s = {{2{stage10[11]}},stage10[11-:11]};
	assign stage11s = {stage11[11],stage11};
	wire [12:0] stage20, stage21;
	halfcsa #(4) h2(stage10s[0+:4],stage11s[0+:4],stage20[0+:4],stage21[0+:4]);
	csa #(9) c2(stage10s[4+:9],stage11s[4+:9],in4,stage20[4+:9],stage21[4+:9]);
	assign out0 = {stage20,stage10[0],stage00[0]};
	assign out1 = stage21;
endmodule
module wallace8(
	input [35:0] ppbus, input [6:0] cor,
	output [15:0] out0, output [12:0] out1);
	localparam integer ppsize = 9;
	localparam integer corsize = ppsize-2;
	wire [11:0] in0 = {~ppbus[ppsize-1],{2{ppbus[ppsize-1]}},ppbus[0+:ppsize]};
	wire [10:0] in1 = {1'b1, ~ppbus[2*ppsize-1],ppbus[ppsize+:9]};
	wire [10:0] in2 = {1'b1, ~ppbus[3*ppsize-1],ppbus[(2*ppsize)+:9]};
	wire [9:0] in3 = {~ppbus[4*ppsize-1],ppbus[(3*ppsize)+:9]};
	wire [12:0] stage00;
	wire [11:0] stage01;
	halfcsa #(2) h00(.A(cor[1:0]),.B(in0[1:0]),.sum(stage00[1:0]),.cout(stage01[1:0]));
	csa #(5) c0(cor[2+:5],in0[2+:5],in1[0+:5],stage00[2+:5],stage01[2+:5]);
	halfcsa #(5) h01(in0[7+:5],in1[5+:5],stage00[7+:5],stage01[7+:5]);
	assign stage00[12] = in1[10];
	wire [13:0] stage10;
	wire [12:0] stage11;
	assign stage10[0]=stage00[0];
	halfcsa #(3) h10(stage00[3:1],stage01[2:0],stage10[3:1],stage11[2:0]);
	csa #(9) c1(stage00[4+:9],stage01[3+:9],in2[0+:9],stage10[4+:9],stage11[3+:9]);
	assign stage10[13] = in2[9];
	assign stage11[12] = in2[10];
	wire [15:0] stage20;
	wire [12:0] stage21;
	assign stage20[1:0] = stage10[1:0];
	halfcsa #(4) h20(stage10[2+:4],stage11[0+:4],stage20[2+:4],stage21[0+:4]);
	csa #(8) c2(stage10[6+:8],stage11[4+:8],in3[0+:8],stage20[6+:8],stage21[4+:8]);
	halfcsa #(1) h21(stage11[12],in3[8],stage20[14],stage21[12]);
	assign stage20[15] = in3[9];
	assign out0 = stage20;
	assign out1 = stage21;
endmodule
module dadda8(
	input [35:0] ppbus, input [6:0] cor,
	output [15:0] out0, output [15:0] out1);
	localparam integer ppsize = 9;
	localparam integer corsize = ppsize-2;
	wire [11:0] in0 = {~ppbus[ppsize-1],{2{ppbus[ppsize-1]}},ppbus[0+:ppsize]};
	wire [10:0] in1 = {1'b1, ~ppbus[2*ppsize-1],ppbus[ppsize+:9]};
	wire [10:0] in2 = {1'b1, ~ppbus[3*ppsize-1],ppbus[(2*ppsize)+:9]};
	wire [9:0] in3 = {~ppbus[4*ppsize-1],ppbus[(3*ppsize)+:9]};
	wire [15:0] in00 = {in3[9],in2[10-:2],in1[10],in0[11-:5],cor};
	wire [14:0] in11 = {in3[8-:2],in2[8],in1[9-:5],in0[6:0]};
	wire [10:0] in22 = {in3[6],in2[7-:5],in1[4:0]};
	wire [7:0] in33 = {in3[5-:5],in2[2:0]};
	wire in44 = in3[0];
	wire [15:0] stage00;
	wire [14:0] stage01;
	wire [10:0] stage02 = in22;
	wire [8:0] stage03;
	assign stage03[7:0] = in33;
	assign {stage00[15:12],stage00[5:0]} = {in00[15:12],in00[5:0]};
	assign {stage01[14:12],stage01[6:0]} = {in11[14:12],in44,in11[5:0]};
	halfcsa #(6) h0(in00[6+:6],in11[6+:6],stage00[6+:6],{stage03[8],stage01[7+:5]});
	wire [15:0] stage10;
	wire [14:0] stage11;
	wire [11:0] stage12;
	assign {stage10[15-:3],stage10[3:0]} = {stage00[15-:3],stage00[3:0]};
	assign {stage11[14-:2],stage11[3:0]} = {stage01[14-:2],stage01[3:0]};
	assign stage12[2:0] = stage02[2:0];
	halfcsa #(1) h1(stage00[4],stage01[4],stage10[4],stage11[5]);
	csa #(8) c1(stage00[5+:8],stage01[5+:8],stage02[3+:8],stage10[5+:8],{stage12[11],stage11[6+:7]});
	assign {stage12[10-:8],stage11[4]} = stage03;
	wire [15:0] stage20, stage21;
	assign {stage20[15],stage20[1:0]} = {stage10[15],stage00[1:0]};
	assign stage21[2:0] = {stage12[0],stage11[1:0]};
	halfcsa #(1) h20(stage10[2],stage11[2],stage20[2],stage21[3]);
	csa #(11) c2(stage10[3+:11],stage11[3+:11],stage12[1+:11],stage20[3+:11],stage21[4+:11]);
	halfcsa #(1) h21(stage10[14],stage11[14],stage20[14],stage21[15]);
	assign out0 = stage20;
	assign out1 = stage21;
endmodule
```

## design/flow/run.sh

```bash
#!/bin/bash
# OpenROAD 26Q1-2900-gdf79404cd8, Yosys 0.63+post, stock flow scripts
make -C /OpenROAD-flow-scripts/flow DESIGN_CONFIG=/design/flow/config.mk WORK_HOME=/design/flow/orfs finish
```

==> results_slide.txt <==
Implementation Results

Status
  – Status: finished, violations left
  – Failing checks: setup timing

Yosys
  – Area leader share: 39.00%
  – Adder-Cell Fraction of Synth Area: 28.96%
  – Top logic family: adder cells
  – Most common cell in the netlist: dfxtp_1
  – Yosys chip area: 66120 sq um
  – Cell taking the most area after synthesis: dfxtp_1
  – Mean Syn Cell Area: 10.70 sq um
  – Ys flop type: dfxtp_1
  – Synth Area in Compound Gates: 11.20%
  – Yosys xor share: 0.8610%
  – Synth cell types: 53
  – Post-synthesis simple-gate area fraction: 7.098%
  – Yosys cell count: 6178
  – MUX share of area: 4.985%
  – Async SR Flop Fraction: 0%
  – Register area share after synthesis: 39.00%
  – Post-synth area hogs: dfxtp_1 (39%), fa_1 (20%), ha_1 (8.7%), mux2i_1 (4.7%), inv_1 (3.9%)
  – Flip-flops with a built-in enable: 0
  – Post-synth regs: 1288
  – Top cells by count: dfxtp_1 (1288), inv_1 (692), fa_1 (660), ha_1 (460), nand2_1 (402)
  – Mapped Cells: 6178
  – Netlist Area Pre-Place: 66120 sq um
  – YS warnings: 2

Final layout
  – FF+latch area: 25790 sq um
  – Synthesis-to-finish area growth: 12.40%
  – MI comb area: 35340 sq um
  – Finished Layout Cells: 8966
  – Layout fillers: 21000
  – Share of cells above drive strength 1: 8.511%
  – Layout Utilization: 34.09%

Critical path
  – Critical Path RT: 5.84 ns
  – Nature of the critical path endpoint: output port
  – Setup crit start kind: register
  – Max FO, Critical Path: 1
  – Critical Path AT: 8.88 ns
  – Crit Path Category: register to output port

GRT
  – All-Layer GR Usage: 14.05%
  – First-pass GRT wire length: 232.8 mm
  – Initial antenna violation count: 19
  – GRT overflow: 0
  – Largest net degree at the start of global routing: 23
  – Vias in the first global route: 40240

STA
  – Slew @ Worst Pin: 0.8597 ns
  – Fin. max-slew vios: 0
  – Setup TNS: -55.20 ns
  – Final Setup Violations: 36
  – Final Hold Viols: 0
  – Unrepaired setup endpoints after global routing: yes
  – Slew margin rel.: 42.61%
  – Clock Skews: 0.03610 ns
  – Final WS setup: -3.045 ns
  – Hold_ws: 0.3161 ns

Floorplanning
  – Die X: 471.5 microns
  – FP Util: 30.33%
  – FP Rows: 171
  – Die height: 471.5 microns
  – Core footprint: 218000 sq um
  – IO Pins: 146
  – DIE AREA: 222300 sq um

Detailed routing
  – Routed wl met3: 11.39 mm
  – First drt pass iteration count: 5
  – Routed WL: 147.4 mm
  – Uppermost layer routed: met5
  – Met2 wire len: 64.25 mm
  – Via count: 40180
  – DRT met1 WL: 65.02 mm
  – Routed Antenna Nets: 0
  – Drt first-iter violations: 2156
  – Via/cell ratio: 4.482
  – Residual DRC: 0
  – WL per Instance: 16.44 microns

Job
  – Max-cap violations: 0
  – Tool warnings: 130

Clock tree
  – TritonCTS clock tree: yes
  – Clock sinks: 1288
  – Post-CTS setup buffers: 0
  – CTS hold repair buffers: 0
  – Worst-path clk slew: 0.06 ns

Placement
  – IO buf count: 144
  – Place WS: -2.338 ns
  – Placed Cells: 8683
  – Post-DP HPWL: 110.0 mm
  – Final GP Congestion: 0.9010

Pwr
  – VDD IR max: 0.9783 mV
  – Leak: 33.03 nW
  – Power Dens Cells: 455.9 nW/um^2

Min path
  – Worst hold path type: register to register
## cell usage in the layout (no fill, tap or decap), types with 23 or more instances in the layout
cell type	instances
a21oi_1	303
nand3_1	116
mux2i_1	309
inv_2	23
o211ai_1	103
nor2_1	172
a21o_1	74
fa_1	589
nand2_1	402
inv_1	675
fa_2	71
a22oi_1	147
a311oi_1	26
ha_1	456
clkbuf_8	30
a211oi_1	49
nor2b_1	63
buf_2	35
buf_4	43
clkbuf_16	155
a22o_1	36
xnor2_1	60
o21ai_0	369
dfxtp_1	1282
nand2b_1	121
clkdlybuf4s50_1	103
## area by class of cell
type                    count  area share [%]
clock inverters            75           1.402
repair buffers            187           2.116
clock buffers             206           5.881
well taps                2854           4.805
flip-flops and latches   1288           34.71
diodes                      2        0.006734
inverters                 698           3.525
multi-input cells        3656           47.56
## per-layer routing
metal / up-vias / GRT usage (%)
met2: 993 / 20.53
met1: 19120 / 19.98
met3: 299 / 4.495
met5: - / 0
met4: 16 / 5.060
li1: 19760 / -
## path summary, 6_finish.rpt
check | endpoint | slack, ns | startpoint | depth (start not counted)
setup / recovery | result[79] | -3.04 | column[3].row[3].PE.psumreg0[1]$_DFF_P_ | 26
hold / removal | column[3].row[2].PE.psumreg1[0]$_DFF_P_ | 0.32 | column[3].row[1].PE.treereg0[0]$_DFF_P_ | 0
setup reg to reg | column[3].row[2].PE.treereg0[9]$_DFF_P_ | 4.35 | column[3].row[2].PE.inO[7]$_DFF_P_ | 9
hold reg to reg | column[3].row[2].PE.psumreg1[0]$_DFF_P_ | 0.32 | column[3].row[1].PE.treereg0[0]$_DFF_P_ | 0
max in group clk1 | register | 5.26 | weight[26] | 4
min in group clk1 | column[1].row[1].PE.weightO[7]$_DFF_P_ | 0.35 | column[1].PE.weightO[7]$_DFF_P_ | 0
## critical path, cell delays in order (launching register included)
cell and delay [ns]:
dfxtp_2 0.32, inv_2 0.03, fa_1 0.54, inv_2 0.04
ha_4 0.21, fa_2 0.38, fa_2 0.35, fa_2 0.35
fa_2 0.34, fa_2 0.34, fa_2 0.35, fa_2 0.35
fa_2 0.35, fa_2 0.35, fa_2 0.36, fa_2 0.36
fa_2 0.37, fa_2 0.35, fa_2 0.34, fa_2 0.35
fa_2 0.34, fa_2 0.34, inv_2 0.06, fa_1 0.16
xor2_1 0.17, xnor2_1 0.14, clkdlybuf4s50_1 0.48
## cells by family (layout without fill, tap and decap cells)
group,after synthesis,after routing
compound gates,1187,1187
xor+xnor,65,65
fa+ha+maj,1136,1136
buf+inv,1234,1166
flops,1288,1288
mux,319,319
other cells,0,2
simple gates,949,949
## timing repair
item | CTS | global route
gates resized | 129 | 12
gates cloned | 0 | 0
pin swaps | 0 | 1
setup endpoints to repair | 42 | 40
## per-stage QoR
| step | total power [W] | area (sq um) |
|---|---|---|
| 6_report | 0.03388 | 74320 |
| 2_1_floorplan | 0.02149 | 66340 |
| 5_1_grt | 0.03743 | 74320 |
| 3_5_place_dp | 0.02800 | 69080 |
| 3_3_place_gp | 0.02786 | 69080 |
| 4_1_cts | 0.03508 | 74320 |
## report_power, final
part	total, W	switching, W	internal (W)	leakage, nW
Combinational	0.0150	0.00683	0.00818	19.6
Clock	0.00813	0.00326	0.00486	2.62
Sequential	0.0107	0.00149	0.00925	10.8
Power and IR drop assume default switching activity.
